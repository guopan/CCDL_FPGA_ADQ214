==> design/flow/constraint.sdc <==
current_design SPI_CMD

set clk_period 1.0
set clk_io_pct 0.2

create_clock -name clk0 -period $clk_period [get_ports {clk}]

set non_clock_inputs [all_inputs -no_clocks]
set_input_delay [expr $clk_period * $clk_io_pct] -clock clk0 $non_clock_inputs
set_output_delay [expr $clk_period * $clk_io_pct] -clock clk0 [all_outputs]
==> design/flow/design.v <==
`timescale 1ns / 1ps
module SPI_CMD
       (
           input wire clk,
           input wire rst,
           input wire CMD_Update_Disable,
           input wire [16*8-1:0] user_register_i,
           output reg [15:0] UR_EndPosition,
           output reg [15:0] UR_MirrorStart,
           output reg [15:0] UR_nOverlap,
           output reg [15:0] UR_nRangeBins,
           output reg [15:0] UR_nPoints_RB,
           output reg [15:0] UR_nACC_Pulses,
           output reg [15:0] UR_TriggerLevel,
           output reg [15:0] UR_CMD
       );
always @(posedge clk or posedge rst)
begin
    if(rst == 1)
    begin
        UR_EndPosition  = 0;
        UR_MirrorStart  = 0;
        UR_nOverlap     = 0;
        UR_nRangeBins   = 0;
        UR_nPoints_RB   = 0;
        UR_nACC_Pulses  = 0;
        UR_TriggerLevel = 0;
        UR_CMD          = 0;
    end
    else if (CMD_Update_Disable == 0)
    begin
        UR_EndPosition   = user_register_i[8*16-1:7*16];
        UR_MirrorStart   = user_register_i[7*16-1:6*16];
        UR_nOverlap      = user_register_i[6*16-1:5*16];
        UR_nRangeBins    = user_register_i[5*16-1:4*16];
        UR_nPoints_RB    = user_register_i[4*16-1:3*16];
        UR_nACC_Pulses   = user_register_i[3*16-1:2*16];
        UR_TriggerLevel  = user_register_i[2*16-1:1*16];
        UR_CMD           = user_register_i[1*16-1:0*16];
    end
end
endmodule
==> design/flow/config.mk <==
export PLATFORM = sky130hd
export DESIGN_NAME = SPI_CMD
export DESIGN_NICKNAME = SPI_CMD
export VERILOG_FILES = /design/flow/design.v
export SDC_FILE = /design/flow/constraint.sdc
export NUM_CORES = 4
export LEC_CHECK = 1
export CORE_UTILIZATION = 30
==> design/flow/run.sh <==
#!/bin/bash
# OpenROAD 26Q1-2900-gdf79404cd8, Yosys 0.63+post, stock flow scripts
make -C /OpenROAD-flow-scripts/flow DESIGN_CONFIG=/design/flow/config.mk WORK_HOME=/design/flow/orfs finish
==> metrics.csv <==
stage,metric,value,unit
sta,Max Fclk,901,MHz
global_route,overall fraction of global-route tracks in use,14.1,%
outcome,run status,"finished, violations left",
worst_setup_path,"Max stage delay cell, worst path",sky130_fd_sc_hd__dfrtp_1,
worst_setup_path,worst-path fanout max,2,
yosys,Dominant cell area share,66.4,%
drt,count of vias placed by the detailed router,3256,
placement,placed wire-length estimate after detailed placement,8.32,mm
worst_setup_path,crit path capture type,output port,
die,area of the die,16600,um2
cells_and_area,Area Overhead vs Synth,57.8,%
power_and_ir_drop,Power Dens Cells,1780,nW/um2
yosys,Dominant Register Cell,sky130_fd_sc_hd__dfrtp_1,
cts,TritonCTS buffer count,17,
worst_setup_path,Crit path max-delay family,flip-flops,
yosys,synthesized area per cell,17.8,um2
yosys,most instantiated cells after synthesis,"128 x sky130_fd_sc_hd__dfrtp_1, 128 x sky130_fd_sc_hd__mux2_2, 8 x sky130_fd_sc_hd__clkbuf_8, 6 x sky130_fd_sc_hd__buf_6, 1 x sky130_fd_sc_hd__inv_1",
flow_run,number of violations of the max-capacitance limit,0,
worst_setup_path,crit-path cells,buf_2,
yosys,count of mapped cells out of synthesis,271,
sta,RSZ-0062 raised after global routing,true,
die,# rows,45,
power_and_ir_drop,cell leakage power,3.40,nW
global_route,global-route wire length before repair,17.5,mm
drt,final antenna diode count,0,
global_route,antenna violations before repair,0,
worst_setup_path,count of buffer and inverter cells on the critical path,1,
power_and_ir_drop,maximum vdd drop,1.20,mV
drt,wire length after detailed routing,11.5,mm
cts,Sink Count,128,
yosys,sequential fraction of the synthesis area,66.4,%
worst_setup_path,type of element launching the critical path,flip-flop,
yosys,Synth area leader,sky130_fd_sc_hd__dfrtp_1,
cts,number of H-tree branching levels,4,
yosys,combined area of all synthesized cells,4830,um2
drt,remaining routing DRC violations,0,
worst_setup_path,delay contributed by the slowest stage of the critical path,380,ps
sta,Rel. slew slack,82.4,%
sta,post-layout min period,1110,ps
sta,cycle use final,111,%
yosys,biggest area contributors in the synthesized netlist,"sky130_fd_sc_hd__dfrtp_1 66%, sky130_fd_sc_hd__mux2_2 30%, sky130_fd_sc_hd__clkbuf_8 2.3%",
yosys,yosys stat chip area,4830,um2
cts,clock tree from TritonCTS,yes,
die,overall die width,129,um
outcome,violated checks,setup timing,
sta,setup clock skew after layout,0,ps
die,I/O pin total,259,
yosys,yosys stat cell total,271,
drt,Via density,4.22,
cells_and_area,share of post-route cells with drive strength above 1,53.5,%
die,Die Ht,129,um
yosys,Synthesis Warnings,1,
cts,quantity of hold-fixing buffers added after cts,0,
cts,Max Buffers Root-to-Sink,2,
cts,clock tree root buffer cell,sky130_fd_sc_hd__clkbuf_16,
sta,number of hold-slack violations in the final timing report,0,
placement,GPL Wtd Cong,0.726,
sta,final count of pins violating max slew,0,
placement,number of placed instances with taps included,734,
power_and_ir_drop,Power Total,13.6,mW
cells_and_area,non-filler instance count after layout,772,
sta,number of setup violations in the final report,128,
global_route,pin count of the biggest net entering global routing,48,
worst_setup_path,type of the setup path with the least slack,flip-flop to output port,
sta,measured slew at the worst slew-check pin,264,ps
die,fp_density,31.3,%
sta,final setup slack of the worst path,-109,ps
yosys,post-synthesis cell type count,5,
yosys,number of flops mapped to enable cells by yosys,0,
drt,length of the first detailed-routing pass in iterations,4,
cells_and_area,fill count,1408,
worst_setup_path,CP arrival,910,ps
placement,number of port buffers,258,
die,placeable core area,15400,um2
drt,initial drt markers,87,
min_path,Hold WC Path Type,primary input to async pin,
drt,Detail Route Antenna Nets,0,
flow_run,stage-log warning count,28,
drt,WL per Instance,14.9,um
cts,clock insertion delay at the later pin of the skew report,410,ps
yosys,post-synthesis async set-or-reset flop share,100,%
global_route,vias in the first global route,3352,
global_route,global route overflow,0,
yosys,flops out of synthesis,128,
cts,"Reg clk slew, reported paths",50,ps
worst_setup_path,required time at the endpoint of the critical path,800,ps
-- routing by layer --
metal,global-route usage (%),routed length (um)
met2,23.0,5450
met3,5.93,1300
met1,18.5,4620
met4,1.66,123
met5,0,0
-- flip-flops by register name, summed over array words and instances (netlist names) --
register and flops:
UR_MirrorStart 16, UR_nOverlap 16, UR_CMD 16, UR_TriggerLevel 16, UR_nPoints_RB 16, UR_nACC_Pulses 16
UR_nRangeBins 16, UR_EndPosition 16
-- repair_timing --
item	in CTS	in global routing
resized	400	0
setup endpoints to repair	128	128
pin swaps	0	0
buffers inserted	4	4
-- power by group --
group,internal (mW),switching (mW)
registers,5.71,0.222
clock network,3.82,2.04
logic,1.30,0.495
-- worst paths after layout --
check                                      endpoint  cells past startpoint  slack (ps)                 from
worst max-delay path            UR_TriggerLevel[10]                      1        -110  UR_TriggerLevel[10]
worst min-delay path              UR_EndPosition[9]                      2          80                  rst
worst max register to register    UR_nPoints_RB[11]                      2         130    UR_nPoints_RB[11]
worst min register to register    UR_nACC_Pulses[3]                      1         500    UR_nACC_Pulses[3]
max in group asynchronous         UR_MirrorStart[3]                      3         420                  rst
min in group clk0                UR_MirrorStart[10]                      3         370   CMD_Update_Disable
-- cell type report --
cell class / count / area (um2) / share of cell area (%)
Tap cell: 211 / 264 / 3.47
Multi-Input combinational cell: 128 / 1440 / 18.9
Clock buffer: 24 / 482 / 6.33
Inverter: 1 / 7.51 / 0.0986
Sequential cell: 128 / 3200 / 42.1
Timing Repair Buffer: 274 / 2130 / 28.0
Clock inverter: 6 / 82.6 / 1.08
-- logic make-up after synthesis --
logic type and share of synthesized area (%):
buf+inv 3.76, flops 66.4, mux 29.9
-- per-stage QoR --
stage / TNS (ps) / hold slack [ps] / setup WS [ps] / utilization [%] / cell area (um2)
final: -10820 / 80.2 / -109 / 49.4 / 7610
after detailed placement: -11890 / 492 / -108 / 49.5 / 7630
after floorplan: -100000 / 350 / -781 / - / 4830
after global placement: -9530 / 487 / -80.9 / 49.5 / 7630
after CTS: -13700 / 65.5 / -144 / 49.2 / 7580
after global routing: -16990 / 69.2 / -163 / 49.4 / 7610
-- layout by cell type, fill, tap and decap left out, types with 3 or more instances in the layout --
master	synthesis	layout
sky130_fd_sc_hd__clkbuf_16	0	17
sky130_fd_sc_hd__dfrtp_1	128	128
sky130_fd_sc_hd__clkinv_2	0	3
sky130_fd_sc_hd__buf_12	0	6
sky130_fd_sc_hd__clkbuf_8	8	3
sky130_fd_sc_hd__clkbuf_1	0	4
sky130_fd_sc_hd__clkdlybuf4s50_1	0	129
sky130_fd_sc_hd__mux2_2	128	128
sky130_fd_sc_hd__buf_2	0	128
sky130_fd_sc_hd__buf_4	0	11
No activity file was given, so power comes from the tool's default toggle rates.
